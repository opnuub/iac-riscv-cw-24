==> ./design.v <==
module regfile #(
    parameter DATA_WIDTH = 32,
    parameter REG_DATA_WIDTH = 5
) (
    input   logic                       clk,
    input   logic [REG_DATA_WIDTH-1:0]  rs1,  
    input   logic [REG_DATA_WIDTH-1:0]  rs2,  
    input   logic [REG_DATA_WIDTH-1:0]  rd,   
    input   logic                       RegWrite,  
    input   logic [DATA_WIDTH-1:0]      ResultW,   
    output  logic [DATA_WIDTH-1:0]      ALUop1,   
    output  logic [DATA_WIDTH-1:0]      regOp2,   
    output  logic [DATA_WIDTH-1:0]      a0
);
    logic [DATA_WIDTH-1:0] rom_array [2**REG_DATA_WIDTH-1:0];
    assign a0 = rom_array[10];
    always_comb begin
        ALUop1 = rom_array[rs1];  
        regOp2 = rom_array[rs2];  
    end
    always_ff @(negedge clk) begin  
        if (RegWrite && rd!=5'd0)
            rom_array[rd] <= ResultW;   
    end
endmodule
==> ./run.sh <==
#!/bin/bash
# OpenROAD 26Q1-2900-gdf79404cd8, Yosys 0.63+post, stock flow scripts
make -C /OpenROAD-flow-scripts/flow DESIGN_CONFIG=/design/flow/config.mk WORK_HOME=/design/flow/orfs finish
==> ./config.mk <==
export PLATFORM = sky130hd
export DESIGN_NAME = regfile
export DESIGN_NICKNAME = regfile
export VERILOG_FILES = /design/flow/design.v
export SDC_FILE = /design/flow/constraint.sdc
export NUM_CORES = 4
export LEC_CHECK = 1
export CORE_UTILIZATION = 30
==> ./constraint.sdc <==
current_design regfile

set clk_period 6.3
set clk_io_pct 0.2

create_clock -name clk0 -period $clk_period [get_ports {clk}]

set non_clock_inputs [all_inputs -no_clocks]
set_input_delay [expr $clk_period * $clk_io_pct] -clock clk0 $non_clock_inputs
set_output_delay [expr $clk_period * $clk_io_pct] -clock clk0 [all_outputs]
==> impl_metrics.yaml <==
# implementation run metrics
run_status:
  status: "finished, violations left"
  violations: "setup timing"
routing:
  dr.first_iter.drc_count: 2304
  routed_via_density: 5.03
  vias: 34900
  first_pass_iters: 7
  drcViolationCount: 0
  ant_nets: 0
  drt-total-wl_um: 158000
  wl_per_cell_um: 22.8
cells_and_area:
  largest_reg_flops: 1024
  final.fill_count: 14700
  drive_gt1_frac: 0.142
  largest-register: "rom_array"
  syn2layout_area_growth_pct: 29.3
  postLayoutCellArea_sq_mm: 0.0630
  seq_area_sq_mm: 0.0307
  logic_area_sq_mm: 0.0179
  largestRegisters: "rom_array (1024)"
final_timing:
  setup_viol: 64
  max_slew.worst_pin.slew_ns: 1.13
  slew_viol_final: 0
  hold_viol_final: 0
  finalSetupTns_ns: -9.03
  rsz0062_at_grt: "true"
  setup_ws_ns: -0.252
  max_slew_margin: 0.247
power:
  seqPwrFrac: 0.417
  p_sw_w: 0.00533
  power_frac_clock: 0.499
  swShare: 0.289
  peakVddDrop_mv: 0.231
  p_int_w: 0.0131
  power.share.combinational: 0.084
  leakage_nw: 27.2
  power_density_mw_per_mm2: 293
job:
  cap_violations: 0
  tool_warnings: 1030
cts:
  cts_tree: "yes"
  cts_inserted_buffers: 109
  ctsRootBufferMaster: "clkbuf_16"
  clk_pin_slew_ns: 0.03
  clock-sinks: 1024
  cts_max_level: 3
  clockBufferDepth: 3
grt:
  grt_first_pass_wirelength_um: 230000
  grt_use_total: 0.203
  grt_overflow: 0
  grt_max_degree: 62
  first_global_vias: 38000
  antenna_found_initial: 12
setup_path:
  crit_buf_inv: 3
  worstPathArrival_ns: 5.29
  critical_path.most_common_cell: "buf_4"
  cp_slowest_cell: "edfxtp_1"
  critPathMaxStageDelay_ns: 0.37
  crit_type: "reg -> out"
  crit_chain: "buf_4 -> mux2i_1 -> a22o_1 -> nor3_2 -> a31oi_1 -> buf_4 -> nand3_2 -> buf_2"
  startpoint_type: "flop"
  cp.required_ns: 5.04
  worstSetupEndpointType: "output port"
  critPathMaxFanout: 2
  crit_family: "buffers and inverters"
die:
  rows: 147
  chip_area_sq_mm: 0.164
  fp.dieW_um: 405
  core_sq_mm: 0.161
  io-pin-count: 145
  die_y_um: 405
  fp_util: 0.303
synth:
  avgSynthCellArea_sq_um: 14.4
  yosysWarnings: 1
  ys_cells: 3387
  top_area_cell: "edfxtp_1"
  top_cell_area_share: 0.631
  synth_area_sq_mm: 0.0488
  ys_area_sq_mm: 0.0488
  ys_ff: 1024
  netlist_instances: 3387
  topCellsByArea: "edfxtp_1, mux2i_1, a22oi_1"
  synth_cell_types: 25
  ys_seq_frac: 0.631
placement:
  portBuffers: 144
  globalplace.congestion: 0.883
  hpwl_um: 94900
  place_area_sq_mm: 0.0547
min_path:
  hp-class: "in -> out"
==> placed cells by master (no fill, tap or decap), drive strengths merged, types with 3 or more instances in the layout <==
cell / Yosys / routed
a21oi: 192 / 192
a22o: 128 / 128
a22oi: 192 / 192
a31oi: 64 / 64
buf: 180 / 306
bufinv: 0 / 20
clkbuf: 73 / 111
clkdlybuf4s50: 0 / 76
clkinv: 0 / 3
clkinvlp: 0 / 33
conb: 1 / 32
edfxtp: 1024 / 1024
inv: 1 / 1059
mux2i: 1024 / 1024
nand2: 195 / 195
nand2b: 4 / 4
nand3: 194 / 194
nand3b: 5 / 5
nor2: 34 / 34
nor2b: 4 / 4
nor3: 64 / 64
or3b: 3 / 3
==> synth_stat cells <==
master,instances
nor2b_1,4
a22o_1,128
a31oi_1,64
clkbuf_1,69
nor2_1,34
nand2b_1,4
buf_2,79
conb_1,1
edfxtp_1,1024
or3b_2,3
clkbuf_4,4
nand3_1,194
a22oi_1,192
buf_6,37
inv_1,1
mux2i_1,1024
nand2_1,195
buf_1,12
and2_1,2
or2_2,2
a21oi_1,192
buf_4,52
nor3_1,64
or3_1,1
nand3b_1,5
==> cell type report <==
cell class              count  area share
multi-input cells        2140       0.285
clock buffers             111      0.0441
clock inverters          1115      0.0772
well taps                2160      0.0429
repair buffers            385      0.0634
diodes                      1   0.0000397
flip-flops and latches   1024       0.488
==> stage by stage <==
step	utilization	total power [W]	hold WS, ns	instances	setup slack (ns)
floorplan	-	0.00953	2.78	3418	-0.436
global placement	0.340	0.0102	3.93	5722	-0.361
detailed placement	0.340	0.0103	3.91	5722	-0.306
CTS	0.391	0.0188	3.42	6934	-0.326
global route	0.392	0.0196	3.47	6936	-0.345
finish	0.392	0.0185	3.38	6936	-0.252
==> final timing paths <==
kind | start | endpoint | slack [ns] | cells after the start
setup / recovery | rom_array[6][6] | regOp2[6] | -0.25 | 8
hold / removal | rs2[1] | regOp2[14] | 3.38 | 6
==> power by group through the flow <==
stage     Clock, W  Sequential, W  Combinational, W
6_report   0.00923        0.00770           0.00155
5_1_grt     0.0103        0.00770           0.00164
4_1_cts    0.00951        0.00770           0.00154
==> per-layer routing <==
| metal | vias up | share of wire | global-route usage |
|---|---|---|---|
| met5 | - | 0.0025 | 0.00892 |
| met4 | 28 | 0.028 | 0.0825 |
| met3 | 284 | 0.14 | 0.143 |
| met2 | 1776 | 0.46 | 0.292 |
| met1 | 16800 | 0.36 | 0.234 |
| li1 | 16000 | - | - |
==> cell families after synthesis <==
| logic type | Yosys count | synth area share |
|---|---|---|
| buffers and inverters | 254 | 0.0316 |
| multiplexers | 1024 | 0.210 |
| flip-flops | 1024 | 0.631 |
| AND-OR/OR-AND | 576 | 0.0805 |
| other | 1 | 0.0000769 |
| AND/OR/NAND/NOR | 508 | 0.0471 |
==> what timing repair did <==
action / 4_1_cts / 5_1_grt
pin swaps: 146 / 99
hold buffers: 0 / 0
setup buffers: 7 / 2
resized: 381 / 27
endpoints found under the setup margin: 64 / 66
No activity file was given, so power comes from the tool's default toggle rates.

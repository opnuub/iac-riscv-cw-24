==> ./design.v <==
module PRegMemory #(
    parameter DATA_WIDTH = 32
) (
    input   logic [DATA_WIDTH-1:0]  ALUResultM,
    input   logic [DATA_WIDTH-1:0]  DMRd,
    input   logic [4:0]             RdM,
    input   logic [DATA_WIDTH-1:0]  PCPlus4M,
    input   logic                   clk,
    input   logic                   rst,          
    output  logic [4:0]             RdW,
    output  logic [DATA_WIDTH-1:0]  ALUResultW,
    output  logic [DATA_WIDTH-1:0]  ReadDataW,
    output  logic [DATA_WIDTH-1:0]  PCPlus4W,
    input   logic                   RegWriteM,
    input   logic [1:0]             ResultSrcM,
    output  logic                   RegWriteW,
    output  logic [1:0]             ResultSrcW
);
    always_ff @(posedge clk or posedge rst) begin
        if (rst) begin
            ALUResultW <= 32'b0;
            ReadDataW  <= 32'b0;
            RdW        <= 5'b0;
            PCPlus4W   <= 32'b0;
            RegWriteW  <= 1'b0;
            ResultSrcW <= 2'b0;
        end else begin
            ALUResultW <= ALUResultM;
            ReadDataW  <= DMRd;
            RdW        <= RdM;
            PCPlus4W   <= PCPlus4M;
            RegWriteW  <= RegWriteM;
            ResultSrcW <= ResultSrcM;
        end
    end
endmodule
==> ./run.sh <==
#!/bin/bash
# OpenROAD 26Q1-2900-gdf79404cd8, Yosys 0.63+post, stock flow scripts
make -C /OpenROAD-flow-scripts/flow DESIGN_CONFIG=/design/flow/config.mk WORK_HOME=/design/flow/orfs finish
==> ./config.mk <==
export PLATFORM = sky130hd
export DESIGN_NAME = PRegMemory
export DESIGN_NICKNAME = PRegMemory
export VERILOG_FILES = /design/flow/design.v
export SDC_FILE = /design/flow/constraint.sdc
export NUM_CORES = 4
export LEC_CHECK = 1
export CORE_UTILIZATION = 40
==> ./constraint.sdc <==
current_design PRegMemory

set clk_period 1.0
set clk_io_pct 0.2

create_clock -name clk0 -period $clk_period [get_ports {clk}]

set non_clock_inputs [all_inputs -no_clocks]
set_input_delay [expr $clk_period * $clk_io_pct] -clock clk0 $non_clock_inputs
set_output_delay [expr $clk_period * $clk_io_pct] -clock clk0 [all_outputs]
==> out/metrics.yaml <==
clock_tree:
  hold_buffers: 0
  clk_pin_slew_ps: 90
  cts.sinks: 104
  cts_tree: "done"
  cts.path.max_buffers: 2
  numCtsBuffers: 9
  clock-root-buffer: "clkbuf_8"
  post_cts_buffers: 0
  h-tree-depth: 3
grt:
  grt_pass1_vias: 1724
  grt_use_total: 0.2092
  overflow: 0
  grt_max_degree: 34
  antenna_found_initial: 0
  grt_pass1_wl_mm: 9.411
sta:
  setup-violations-final: 104
  period_needed_ps: 1082
  slew_viol_final: 0
  rsz0062_at_grt: "true"
  tns_ps: -2435
  hold_violations: 0
  max_freq_mhz: 924.1
  tightest_slew_ps: 185.0
  fin_ws_ps: -82.11
  hold_slack_ps: 276.2
  slew_headroom: 0.8764
  finalCritPeriodShare: 1.082
min_path:
  min_path_cells: 1
  holdCritStartpoint: "ALUResultM[22]"
  holdPathEnd: "ALUResultW[22]"
  min_path_type: "in2reg"
run:
  tool_warnings: 32
  drv_cap: 0
synth:
  syn_avg_cell_area_um2: 24.82
  syn_area_um2: 2606
  ys_cells: 105
  synthCells: 105
  ys_warn_count: 1
  synth_cell_types: 2
  synth-seq-cells: 104
  ys_seq_share: 0.9986
  yosysChipArea_um2: 2606
routing:
  met3_length_um: 783
  antennaDiodeCount: 0
  finalWirelength_mm: 6.879
  wl_met1_mm: 2.098
  drc: 0
  dr.pass1.iters: 6
  antenna_left: 0
  via_count: 1705
  wl_per_cell_um: 16.78
  dr.first_iter.drc_count: 42
  top_layer: "met4"
  viasPerCell: 4.159
  wl_met2_mm: 3.842
placed_design:
  io_buffers: 209
  hpwl_mm: 5.278
  pre_cts_slack_ps: -37.49
  gp_congestion: 0.8231
  dp.cells: 395
floorplanning:
  core_area_um2: 6314
  num_io_pins: 210
  die_h_um: 82.72
  chip_area_um2: 6843
  initCoreUtil: 0.4128
  die_x_um: 82.72
  rows: 29
setup_path:
  path_max_fanout: 1
  critPathKind: "reg2out"
  path_cells: "buf_2"
  worstPathRequired_ps: 800
  cp_slowest_cell: "dfrtp_1"
  crit_arrival_ps: 880
  path_delay_family: "flip-flops"
  cp_num_buf_inv: 1
  end_kind: "output port"
  worstSetupStartpointType: "register"
  slowest_delay_ps: 400
layout:
  final_cells: 410
  area_delta_synth_final_pct: 73.79
  layout-drive-gt1-share: 0.3724
  fin_util: 0.7174
  logic_area_um2: 0
  logic_gate_count: 0
power_and_ir_drop:
  p_leak_nw: 2.154
  vdd_drop_max_mv: 1.047
  powerDensity_nw_per_um2: 1638
outcome:
  violations: "setup timing"
  status: "finished, violations left"
[registers in the layout, indices dropped and copies added (netlist names)]
signal	cells
RdW	5
ReadDataW	32
ALUResultW	32
PCPlus4W	32
RegWriteW	1
ResultSrcW	2
[cell usage in the layout (no fill, tap or decap), drive strengths merged]
master,n
buf,108
clkinvlp,3
clkinv,3
clkbuf,10
clkdlybuf4s50,105
dfrtp,104
[layout make-up]
cell class	count	area (um^2)
clock buffer	10	137.6
timing repair buffer	213	1652
inverter	1	7.507
tap	77	96.34
fill	444	1784
sequential	104	2603
clock inverter	5	33.78
[worst max-delay path by stage]
stage                  from       endpoint  cells past startpoint
finish        ALUResultW[9]  ALUResultW[9]                      1
global route  ReadDataW[24]  ReadDataW[24]                      1
CTS           ALUResultW[9]  ALUResultW[9]                      1
[repair_timing]
item	CTS	global route
gates resized	324	0
endpoints found under the hold margin	0	0
setup endpoints to repair	104	104
[where the power goes]
part           leakage, nW  internal (mW)  total, mW  switching (mW)
Clock               0.0841          0.954       2.26            1.31
Sequential            1.21           4.41       4.46          0.0491
Combinational        0.858          0.519      0.700           0.180
Total                 2.15           5.88       7.42            1.54
[synthesized netlist by cell type, drive strengths merged]
library cell / number / share of area
inv: 1 / 0.0014
dfrtp: 104 / 1.0
[layer usage]
| metal | vias up | GRT usage |
|---|---|---|
| met5 | - | 0 |
| met4 | 0 | 0.04483 |
| met3 | 15 | 0.07246 |
| met2 | 103 | 0.3713 |
| met1 | 823 | 0.2505 |
| li1 | 764 | - |
[per-stage QoR]
step           area (um^2)  power, mW
6_report              4529      7.420
5_1_grt               4529      7.772
4_1_cts               4529      7.499
3_5_place_dp          4878      5.472
3_3_place_gp          4878      5.456
2_1_floorplan         2610      4.555
[kinds of logic after synthesis]
group | share of synthesized area
buffers and inverters | 0.001439
DFF | 0.9986
Power and IR drop assume default switching activity.

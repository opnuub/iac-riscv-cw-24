==> /design/flow/design.v <==
module PRegExecute #(
    parameter DATA_WIDTH = 32
) (
    input   logic [DATA_WIDTH-1:0]  ALUout,
    input   logic [DATA_WIDTH-1:0]  WriteData,
    input   logic [DATA_WIDTH-1:0]  PCPlus4E,
    input   logic                   clk,
    input   logic                   rst,           
    input   logic [4:0]             RdE,
    output  logic [DATA_WIDTH-1:0]  ALUResultM,
    output  logic [DATA_WIDTH-1:0]  WriteDataM,
    output  logic [4:0]             RdM,
    output  logic [DATA_WIDTH-1:0]  PCPlus4M,
    input   logic                   RegWriteE,
    input   logic [1:0]             ResultSrcE,
    input   logic                   MemWriteE,
    output  logic                   RegWriteM,
    output  logic [1:0]             ResultSrcM,
    output  logic                   MemWriteM,
    input   logic [2:0]             sizeSrcE,
    output  logic [2:0]             sizeSrcM
);
    always_ff @(posedge clk or posedge rst) begin
        if (rst) begin
            ALUResultM <= 0;
            WriteDataM <= 0;
            PCPlus4M   <= 0;
            RdM        <= 0;
            RegWriteM  <= 0;
            ResultSrcM <= 0;
            MemWriteM  <= 0;
            sizeSrcM   <= 0;
        end else begin
            ALUResultM <= ALUout;
            WriteDataM <= WriteData;
            PCPlus4M   <= PCPlus4E;
            RdM        <= RdE;
            RegWriteM  <= RegWriteE;
            ResultSrcM <= ResultSrcE;
            MemWriteM  <= MemWriteE;
            sizeSrcM   <= sizeSrcE;
        end
    end
endmodule
==> /design/flow/run.sh <==
#!/bin/bash
# OpenROAD 26Q1-2900-gdf79404cd8, Yosys 0.63+post, stock flow scripts
make -C /OpenROAD-flow-scripts/flow DESIGN_CONFIG=/design/flow/config.mk WORK_HOME=/design/flow/orfs finish
==> /design/flow/config.mk <==
export PLATFORM = sky130hd
export DESIGN_NAME = PRegExecute
export DESIGN_NICKNAME = PRegExecute
export VERILOG_FILES = /design/flow/design.v
export SDC_FILE = /design/flow/constraint.sdc
export NUM_CORES = 4
export LEC_CHECK = 1
export CORE_UTILIZATION = 40
==> /design/flow/constraint.sdc <==
current_design PRegExecute

set clk_period 1.0
set clk_io_pct 0.2

create_clock -name clk0 -period $clk_period [get_ports {clk}]

set non_clock_inputs [all_inputs -no_clocks]
set_input_delay [expr $clk_period * $clk_io_pct] -clock clk0 $non_clock_inputs
set_output_delay [expr $clk_period * $clk_io_pct] -clock clk0 [all_outputs]
==> results_slide.txt <==
Implementation Results

Run status
  • Status: finished with violations
  • Violations in the final reports: setup timing

Clock tree
  • Cts hold-fix bufs: 0
  • CTS H-tree lvls: 3
  • Post-CTS setup buffers: 0
  • CTS Buf Count: 9
  • Clock buffer depth: 2
  • CTS tree: done
  • Clock transition at path regs: roughly 90 ps
  • Clock sinks: 108
  • Root Buffer: clkbuf_8

Critical path
  • Slowest stage delay, CP: approximately 400 ps
  • Crit path launch type: flop
  • WS Path Type: flop to output port
  • Worst path required time: 800 ps
  • Crit-path cells: buf_2
  • Worst Path Max Fanout: 1
  • WP data arrival: 870 ps
  • Delay-heaviest family, CP: flip-flops
  • Buffers plus inverters on the worst setup path: 1
  • Critical-path top delay cell: dfrtp_1
  • Critical Path End Type: output port

Global route
  • GR Util met1: 31.02%
  • Met2 usage: between 30% and 40%
  • Met3 usage: between 10% and 20%
  • Global route hottest layer: met2
  • GRT Residual Overflow: 0
  • Pin count of the biggest net entering global routing: 35
  • GRT Util Overall: 23.30%
  • Initial antenna violation count: 0
  • First-pass GRT wire length: 11,320 um
  • Vias in the first global route: 1,966

Logic synthesis
  • Syn Inst Count: 109
  • Area share, top type: 99.86%
  • Post-synth area hogs: dfrtp_1, inv_1
  • Yosys cell count: around 110
  • Chip area in the Yosys report: 2706 um2
  • Yosys cell types: 2
  • Avg Inst Size Synth: 24.83 um2
  • Ys Warns: 1
  • Synth flops: 108
  • Syn Std Cell Area: roughly 2700 um2
  • Post-synth seq share: 99.86%
  • Post-synth top area cell: dfrtp_1

Timing
  • Final worst path period share: 106.8%
  • Minimum clock period after layout: 1068 ps
  • Setup ws final: -68.24 ps
  • Max-slew violations: 0
  • Worst slew pin tran: a little under 200 ps
  • Final setup fails: 108
  • Max_slew headroom: 86.86%
  • RSZ-0062 raised after global routing: yes
  • Final hold vios: 0
  • Fmax: about 940 MHz
  • Hold WS: 275.5 ps

Drt
  • Routed WL per cell: 17.13 um
  • ANT nets after route: 0
  • Vias per cell: approximately 4.2
  • DRC: 0
  • 1st-iter DRT viols: 68
  • Antenna diodes: 0
  • Final WL: 7247 um
  • Iteration count of the initial detailed-routing pass: 21
  • Detailed-route via count: about 1,800

Cells and area
  • Filler cells: between 400 and 500
  • Comb area: 0 um2
  • Most numerous logic cells after layout: clkdlybuf4s50_1, dfrtp_1, buf_2
  • Layout area overhead: 73.56%
  • Fraction of layout cells with a size suffix above 1: ~37%
  • #MultiIn Comb: 0
  • Top cell excl fill/tap: clkdlybuf4s50_1
  • Reg area: 2703 um2

Pwr
  • Comb power frac: roughly 9.2%
  • Internal power: 6272 uW
  • Pleak: between 0.002 and 0.0025 uW
  • Pwr Density: ~1700 nW/um2
  • VDD IR max: around 1.4 mV
  • Overall Power: 7849 uW
  • Sequential Power Share: roughly 59%
  • Sw frac: 20.09%
  • Clock share of power: 31.8%
  • Switching power: 1577 uW

Die
  • Top-Level Pins: 218
  • Die Y: around 84 um
  • Total core area: around 6400 um2
  • Die area: 7099 um2
  • Rows: 29
  • Die W: 84.26 um
  • Core Util at FP: 42.14%

Hold path
  • Hold Path Class: primary input to flop

Place
  • GPL Wtd Cong: around 0.77
  • PortBufs: roughly 220
  • Post-DP HPWL: around 6000 um

Job
  • Max Cap Violations: 0
  • Number of OpenROAD warnings: 29
[routing by layer]
| metal | part of all wire (%) | routed length [um] | up-vias |
|---|---|---|---|
| li1 | - | - | 794 |
| met1 | 31 | 2224 | 852 |
| met2 | 51 | 3710 | 129 |
| met3 | 17 | 1200 | 9 |
| met4 | 1.5 | 111 | 0 |
| met5 | 0 | 0 | - |
[cells in the mapped netlist]
library cell  instances
dfrtp_1             108
inv_1                 1
[sequential cells by signal, summed over array words and instances (netlist names)]
signal      count
ALUResultM     32
MemWriteM       1
PCPlus4M       32
RdM             5
RegWriteM       1
ResultSrcM      2
WriteDataM     32
sizeSrcM        3
[power by group through the flow]
stage | Combinational, uW | Sequential (uW) | Clock, uW
CTS | 742 | 4640 | 2580
global route | 792 | 4660 | 2770
finish | 723 | 4630 | 2490
[kinds of logic (layout without fill, tap and decap cells)]
logic type             Yosys count  count (layout)  share of synthesized area [%]
buffers and inverters            1             238                         0.1386
DFF                            108             108                          99.86
[worst paths after layout]
check                       startpoint             end  slack [ps]  depth (start not counted)
max                        PCPlus4M[9]     PCPlus4M[9]         -70                          1
max in group asynchronous          rst  WriteDataM[18]         480                          3
min in group asynchronous          rst  ALUResultM[27]         300                          3
min                         ALUout[13]  ALUResultM[13]         280                          1
[cell type report]
type	count	area share, %
clock inverter	6	1.359
inverter	1	0.1598
clock buffer	10	2.717
timing repair buffer	221	36.17
sequential	108	57.54
tap	77	2.051
[repair_timing]
action	4_1_cts	5_1_grt
gates resized	337	0
endpoints found under the setup margin	108	108
pin swaps	0	0
[stage by stage]
stage               setup TNS (ps)  std cells  setup slack [ps]  instance area [um2]  util (%)
floorplan                   -54160        109            -501.5                 2710         -
global placement                 0        407             3.363                 5046     78.57
detailed placement          -130.9        407            -40.40                 5046     78.57
CTS                          -5326        423            -100.1                 4697     73.13
global route                 -8272        423            -118.2                 4697     73.13
finish                       -2630        423            -68.24                 4697     73.13
Power is estimated from default activity; no workload was simulated.

[flow/config.mk]
export PLATFORM = sky130hd
export DESIGN_NAME = PRegDecode
export DESIGN_NICKNAME = PRegDecode
export VERILOG_FILES = /design/flow/design.v
export SDC_FILE = /design/flow/constraint.sdc
export NUM_CORES = 4
export LEC_CHECK = 1
export CORE_AREA = 10 10 211 211
export DIE_AREA = 0 0 221 221
[flow/run.sh]
#!/bin/bash
# OpenROAD 26Q1-2900-gdf79404cd8, Yosys 0.63+post, stock flow scripts
make -C /OpenROAD-flow-scripts/flow DESIGN_CONFIG=/design/flow/config.mk WORK_HOME=/design/flow/orfs finish
[flow/design.v]
module PRegDecode #(
    parameter DATA_WIDTH = 32
) (
    input   logic [DATA_WIDTH-1:0]  rd1,
    input   logic [DATA_WIDTH-1:0]  rd2,
    input   logic [DATA_WIDTH-1:0]  PCd,
    input   logic [DATA_WIDTH-1:0]  ImmExtD,
    input   logic                   clk,
    input   logic                   rst,           
    input   logic                   Flush,        
    input   logic [4:0]             RdD,
    input   logic [DATA_WIDTH-1:0]  PCPlus4D,
    output  logic [DATA_WIDTH-1:0]  rd1E,
    output  logic [DATA_WIDTH-1:0]  rd2E,
    output  logic [DATA_WIDTH-1:0]  PCe,
    output  logic [4:0]             RdE,
    output  logic [DATA_WIDTH-1:0]  ImmExtE,
    output  logic [DATA_WIDTH-1:0]  PcPlus4E,
    input   logic                   RegWriteD,
    input   logic [1:0]             ResultSrcD,
    input   logic                   MemWriteD,
    input   logic                   JumpD,
    input   logic                   BranchD,
    input   logic [3:0]             ALUControl,
    input   logic                   ALUSrcD,
    output  logic                   RegWriteE,
    output  logic [1:0]             ResultSrcE,
    output  logic                   MemWriteE,
    output  logic                   JumpE,
    output  logic                   BranchE,
    output  logic [3:0]             ALUControlE,
    output  logic                   ALUSrcE,
    input   logic [2:0]             sizeSrcD,
    output  logic [2:0]             sizeSrcE,
    input   logic [4:0]             Rs1D,
    input   logic [4:0]             Rs2D,
    output  logic [4:0]             Rs1E,
    output  logic [4:0]             Rs2E,
    input   logic                   jalrSrc,
    output  logic                   JalrE
);
    always_ff @(posedge clk or posedge rst) begin
        if (rst) begin
            rd1E        <= {DATA_WIDTH{1'b0}};
            rd2E        <= {DATA_WIDTH{1'b0}};
            PCe         <= {DATA_WIDTH{1'b0}};
            RdE         <= 5'b0;
            ImmExtE     <= {DATA_WIDTH{1'b0}};
            PcPlus4E    <= {DATA_WIDTH{1'b0}};
            RegWriteE   <= 1'b0;
            ResultSrcE  <= 2'b0;
            MemWriteE   <= 1'b0;
            JumpE       <= 1'b0;
            BranchE     <= 1'b0;
            ALUControlE <= 4'b0;
            ALUSrcE     <= 1'b0;
            sizeSrcE    <= 3'b0;
            Rs1E        <= 5'b0;
            Rs2E        <= 5'b0;
            JalrE       <= 1'b0;
        end else if (Flush) begin
            rd1E        <= {DATA_WIDTH{1'b0}};
            rd2E        <= {DATA_WIDTH{1'b0}};
            PCe         <= {DATA_WIDTH{1'b0}};
            RdE         <= 5'b0;
            ImmExtE     <= {DATA_WIDTH{1'b0}};
            PcPlus4E    <= {DATA_WIDTH{1'b0}};
            RegWriteE   <= 1'b0;
            ResultSrcE  <= 2'b0;
            MemWriteE   <= 1'b0;
            JumpE       <= 1'b0;
            BranchE     <= 1'b0;
            ALUControlE <= 4'b0;
            ALUSrcE     <= 1'b0;
            Rs1E        <= 5'b0;
            Rs2E        <= 5'b0;
            JalrE       <= 1'b0;
        end else begin
            rd1E        <= rd1;
            rd2E        <= rd2;
            PCe         <= PCd;
            RdE         <= RdD;
            ImmExtE     <= ImmExtD;
            PcPlus4E    <= PCPlus4D;
            RegWriteE   <= RegWriteD;
            ResultSrcE  <= ResultSrcD;
            MemWriteE   <= MemWriteD;
            JumpE       <= JumpD;
            BranchE     <= BranchD;
            ALUControlE <= ALUControl;
            ALUSrcE     <= ALUSrcD;
            sizeSrcE    <= sizeSrcD;
            Rs1E        <= Rs1D;
            Rs2E        <= Rs2D;
            JalrE       <= jalrSrc;
        end
    end
endmodule
[flow/constraint.sdc]
current_design PRegDecode

set clk_period 1.5
set clk_io_pct 0.2

create_clock -name clk0 -period $clk_period [get_ports {clk}]

set non_clock_inputs [all_inputs -no_clocks]
set_input_delay [expr $clk_period * $clk_io_pct] -clock clk0 $non_clock_inputs
set_output_delay [expr $clk_period * $clk_io_pct] -clock clk0 [all_outputs]
==> impl_metrics.json <==
{
  "status": "finished, final reports clean",
  "maxSlewViolCount": 0,
  "dp.cells": 1317,
  "coreArea_um2": 39800,
  "grt_pass1_wl_mm": 32.3,
  "synth_cell_type_count": 9,
  "ys_seq_share_pct": 74.3,
  "warnings": 26,
  "max-slew-margin-rel_pct": 69.7,
  "first_pass_iters": 3,
  "dp_slack_ps": 255,
  "hold_path_end": "PCe[21]",
  "yosys_warnings": 1,
  "hold_buffers": 0,
  "cts_root_buf": "clkbuf_16",
  "slowest_stage": "dfrtp_1",
  "synth_area_um2": 6400,
  "port_buffers": 382,
  "clk_path_buf_depth": 2,
  "ys.flops": 190,
  "row_count": 73,
  "area_growth_syn_to_layout_pct": 78.1,
  "gr-total-overflow": 0,
  "top_area_cell": "dfrtp_1",
  "peakVddDrop_uv": 725,
  "grt_pass1_vias": 4914,
  "cp_top_family": "flip-flops",
  "die_x_um": 221,
  "cp_max_fo": 1,
  "drc": 0,
  "synthTopCellsByCount": "dfrtp_1 (190), nor2b_1 (92), nor2b_2 (92), buf_6 (12), buf_2 (8)",
  "ys_chip_area_um2": 6400,
  "critical_path.cell_chain": "dlygate4sd2_1",
  "antenna_found_initial": 4,
  "drive_above_1_share_pct": 19.1,
  "timing_worst_setup_path_type": "reg2out",
  "r2r-end": "sizeSrcE[0]",
  "cts_setup_buffers": 0,
  "async_flop_share_pct": 100,
  "fin_skew_ps": 0,
  "reg2reg_depth": 1,
  "vias": 4396,
  "syn_avg_cell_area_um2": 15.9,
  "yosys_most_used_dff": "dfrtp_1",
  "ios": 383,
  "n_fill_cell": 4186,
  "r2r-start": "sizeSrcE[0]",
  "numClockSinks": 190,
  "track_usage_pct": 8.77,
  "top_cells_by_area": "dfrtp_1 (74%), nor2b_2 (13%), nor2b_1 (9.0%), buf_6 (2.1%), mux2_4 (0.70%)",
  "drtIter0Drc": 177,
  "wl_mm": 21.7,
  "drtAntennaViolNets": 0,
  "cts.htree.levels": 4,
  "setup_violations": 0,
  "min_period_ps": 1430,
  "cts_made_buffers": 17,
  "dp.final_hpwl_mm": 17.5,
  "cts-resized-gates": 190,
  "via_per_inst": 3.26,
  "worstPathRequired_ps": 1200,
  "timing.final.hold_violations": 0,
  "period_used_pct": 95.3,
  "wl_per_cell_um": 16.1,
  "ys_cells": 402,
  "syn_inst": 402,
  "cap_violations": 0,
  "whs_path_depth": 2,
  "cp-start-kind": "register",
  "min_from": "Flush",
  "clk_latency_ps": 450,
  "die_y_um": 221,
  "p_leak_nw": 5.49,
  "grt_setup_unrepaired": "no",
  "fp_util_pct": 16.1,
  "synth-edff-count": 0,
  "cts_tree": "done",
  "tightest_slew_ps": 454,
  "r2r_slack_ps": 750,
  "powerDensity_nw_per_um2": 1000,
  "slowest_delay_ps": 420,
  "stdcell_count": 1350,
  "crit_buf_inv": 1,
  "top_cell_area_share_pct": 74.3,
  "setup_slack_ps": 70.4,
  "arrival_ps": 1130,
  "gp_congestion": 0.812,
  "clock.fmax_ghz": 0.700,
  "worstSetupEndpointType": "primary output",
  "dieArea_um2": 48800,
  "grt_max_degree": 81,
  "hp-class": "in2reg",
  "clk_pin_slew_ps": 80,
  "most_common_cell": "dfrtp_1"
}
## through the flow
stage          power (mW)  area, µm²  setup TNS [ps]  hold WS (ps)  util [%]
2_1_floorplan        5.89       6400         -237210           432         -
3_3_place_gp         7.13      11000               0           496      27.7
3_5_place_dp         7.14      11000               0           496      27.7
4_1_cts              11.6      11400               0           173      28.6
5_1_grt              12.0      11400               0           186      28.6
6_report             11.4      11400               0           198      28.6
## how the worst max path moves through the flow
stage     startpoint      end  slack, ps  cells after the start
4_1_cts      PCe[15]  PCe[15]         30                      1
5_1_grt      PCe[15]  PCe[15]         20                      1
6_report     PCe[15]  PCe[15]         70                      1
## flip-flops by register name (all words and copies together), names as in the netlist, 2 cells and up
name / count
Rs2E: 5
PCe: 32
sizeSrcE: 3
RdE: 5
Rs1E: 5
ResultSrcE: 2
ALUControlE: 4
PcPlus4E: 32
rd2E: 32
rd1E: 32
ImmExtE: 32
## cell type report
class / instances / area [µm²] / area share [%]
well taps: 525 / 657 / 5.77
diodes: 1 / 2.50 / 0.0220
clock inverters: 11 / 119 / 1.04
flip-flops and latches: 190 / 4750 / 41.7
inverters: 1 / 7.51 / 0.0659
multi-input cells: 190 / 1450 / 12.7
repair buffers: 411 / 3930 / 34.5
clock buffers: 21 / 470 / 4.13
## power breakdown
group	leakage [nW]	internal (mW)	total (mW)	switching, mW
sequential	2.45	5.38	5.44	0.0640
combinational	2.76	0.934	1.36	0.426
clock	0.288	2.48	4.61	2.13
total	5.49	8.79	11.4	2.62
## layer usage
| metal | global-route usage [%] | up-vias | share of wire [%] |
|---|---|---|---|
| li1 | - | 2031 | - |
| met1 | 10.3 | 2100 | 39 |
| met2 | 14.0 | 247 | 47 |
| met3 | 5.09 | 16 | 12 |
| met4 | 1.08 | 2 | 1.3 |
| met5 | 0 | - | 0.078 |
## cell usage in the layout, fill, tap and decap left out
cell type	synthesis	routed
bufinv_16	0	1
clkbuf_16	0	17
nor2b_2	92	92
clkdlybuf4s50_1	0	191
buf_12	0	10
clkinvlp_4	0	2
buf_4	0	19
dlygate4sd2_1	0	190
clkbuf_8	0	4
and2b_1	3	3
clkinv_4	0	2
clkbuf_1	0	1
diode_2	0	1
dfrtp_1	190	190
mux2_4	3	3
nor2b_1	92	92
inv_8	0	1
inv_6	0	6
## cell families (layout without fill, tap and decap cells)
kind of cell,count (synthesis),count (layout),synth area share (%)
buffers and inverters,22,444,3.03
DFF,190,190,74.3
muxes,3,3,0.704
other,0,1,0
and+or+nand+nor,187,187,21.9
Power is estimated from default activity; no workload was simulated.

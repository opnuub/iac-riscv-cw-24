**flow/config.mk**
```make
export PLATFORM = sky130hd
export DESIGN_NAME = alu
export DESIGN_NICKNAME = alu
export VERILOG_FILES = /design/flow/design.v
export SDC_FILE = /design/flow/constraint.sdc
export NUM_CORES = 4
export LEC_CHECK = 1
export CORE_UTILIZATION = 40
```
**flow/constraint.sdc**
```tcl
current_design alu

set clk_period 20.6
set clk_io_pct 0.2

create_clock -name clk0 -period $clk_period

set non_clock_inputs [all_inputs -no_clocks]
set_input_delay [expr $clk_period * $clk_io_pct] -clock clk0 $non_clock_inputs
set_output_delay [expr $clk_period * $clk_io_pct] -clock clk0 [all_outputs]
```
**flow/design.v**
```verilog
module alu #(
    parameter DATA_WIDTH = 32
) (
    input   logic [DATA_WIDTH-1:0]  srcA,   
    input   logic [DATA_WIDTH-1:0]  srcB,   
    input   logic [2:0]             aluControl,  
    output  logic [DATA_WIDTH-1:0]  aluResult    
);
always_comb begin
    case (aluControl)
        3'b000: aluResult = srcA + srcB;
        3'b001: aluResult = srcA - srcB;
        3'b010: aluResult = srcA & srcB;
        3'b011: aluResult = srcA | srcB;
        3'b100: aluResult = srcB;  
        3'b101: aluResult = ($signed(srcA) < $signed(srcB)) ? 32'b1 : 32'b0;
        3'b110: aluResult = srcA << srcB[4:0];
        3'b111: aluResult = srcA >> srcB[4:0];
    endcase
end
endmodule
```
**flow/run.sh**
```bash
#!/bin/bash
# OpenROAD 26Q1-2900-gdf79404cd8, Yosys 0.63+post, stock flow scripts
make -C /OpenROAD-flow-scripts/flow DESIGN_CONFIG=/design/flow/config.mk WORK_HOME=/design/flow/orfs finish
```
==> Slide: Implementation Results <==
Physical Implementation Snapshot

Run status
  • Status: finished clean

Power
  • Switching power share of the total: 60.2%
  • Worst IR Drop VDD: 0.0000118 V
  • Int Power: 107 µW
  • Switching power: 162 µW
  • Leakage: 0.00385 µW
  • P per Cell Area: 29.5 mW/mm²

Worst setup path
  • Max incr delay on CP: 0.55 ns
  • Slowest-stage cell, CP: ha_1
  • CP Capture Type: primary output
  • Worst path most repeated cell: buf_4
  • Crit Path Category: in -> out
  • CP Data Required Time: 16.48 ns
  • Worst-path cell chain: buf_2 -> buf_4 -> clkinv_1 -> buf_4 -> ha_1 -> nor2_1 -> o311ai_1 -> a21o_1 -> a311oi_1 -> o21a_1 -> o211ai_2 -> a21oi_1 -> o311a_1 -> o31ai_1 -> clkdlybuf4s50_1
  • Crit path DAT: 8.27 ns
  • Crit path max fanout: 58
  • Setup crit start kind: input port

Die
  • Die ar.: 0.0210 mm²
  • FP Util: 41.4%
  • Die Y: 145 µm
  • Std-Cell Core Area: 0.0197 mm²
  • Die X: 145 µm
  • Row count: 51
  • I/O pin count: 99

Synthesis
  • Unique masters post-synth: 85
  • Largest area contributor in the netlist: ha_1
  • Fraction of the yosys area taken by sequential cells: 0%
  • Mean post-synth cell area: 6.62 µm²
  • Synth cell count leaders: a21oi_1, nor2_1, nand2_1
  • Top cell area share: 14.9%
  • Cells in synth_stat.txt: 1232
  • Post-Syn Instances: 1232
  • Top cells by area: ha_1, a21oi_1, nor2_1, mux2i_1, mux4_2
  • Yosys warns: 1
  • Mapped Area: 0.00816 mm²
  • Synth top cell by count: a21oi_1
  • Yosys synthesis chip area: 0.00816 mm²

Finish
  • Area grow syn2layout: 11.9%
  • Logic area: 0.00731 mm²
  • Flop count: 0
  • Clock buffer cells: 0
  • FILL cells: 2065
  • Seq. cell area: 0 µm²
  • Fraction of layout cells with a size suffix above 1: 6.51%
  • Final instance area: 0.00913 mm²

Final timing
  • RSZ-0062 raised after global routing: no
  • Maximum clock rate: 0.0807 GHz
  • Slew margin rel.: 49.7%
  • Setup violations, final: 0
  • Worst Tran Pin Value: 0.754 ns
  • Count of final hold-check violations: 0
  • Crit share post-route: 60.2%
  • Slew Viols, Final: 0
  • Final setup TNS: 0 ns
  • Minimum clock period: 12.39 ns

Hold path
  • Hold Startpoint: srcB[1]
  • Worst Hold Path EP: aluResult[1]
  • HP Class: in -> out
  • Hold depth: 5

Place
  • Routability cong.: 1.04
  • DP HPWL: 29.1 mm
  • Placed Area: 0.00913 mm²
  • Port bufs: 99

GRT
  • First-pass GRT wire length: 53.6 mm
  • Initial antenna violation count: 1
  • Vias in the first global route: 8738
  • Gr ovfl total: 0
  • GRT Overall Usage: 35.3%
  • Largest net degree at the start of global routing: 71

Run
  • Max-Cap Viols: 0
  • Tool warnings: 97

CTS
  • Post-CTS Setup Repair Bufs: 0
  • Hold buffers post-CTS: 0
  • Post-CTS Resized: 0

Route
  • DR vias: 9680
  • Drt pass-1 iters: 8
  • Remaining routing DRC violations: 0
  • Number of routed nets with antenna violations: 0
  • Routed len/inst: 24.0 µm
  • 1st-iter DRT viols: 1127
  • DRT Wirelength: 36.3 mm
  • Via/cell ratio: 6.41
==> worst max-delay path, delay by kind of cell <==
family,cells,cell delay [ns]
AOI/OAI and AO/OA,8,1.92
adders and majority gates,1,0.55
and+or+nand+nor,1,0.10
buffers and inverters,5,1.50
==> final cells by class <==
class / count / share of cell area [%]
well taps: 265 / 3.63
multi-input cells: 1023 / 80.0
diodes: 1 / 0.0274
inverters: 107 / 4.43
repair buffers: 114 / 11.9
==> metrics by stage <==
stage / hold WS (ns) / std cells / utilization, % / setup WS (ns) / total power [µW]
2_1_floorplan: 8.34 / 1232 / - / 9.46 / 165
3_3_place_gp: 9.17 / 1509 / 46.3 / 8.32 / 262
3_5_place_dp: 9.15 / 1509 / 46.3 / 8.30 / 261
4_1_cts: 9.16 / 1509 / 46.3 / 8.28 / 262
5_1_grt: 9.19 / 1509 / 46.3 / 7.92 / 289
6_report: 9.16 / 1510 / 46.3 / 8.21 / 269
==> power by group through the flow <==
| stage | Clock [µW] | Sequential (µW) | Combinational, µW |
|---|---|---|---|
| after global routing | 0 | 0 | 289 |
| after CTS | 0 | 0 | 262 |
==> per-layer routing <==
metal,global-route usage (%),wire [µm]
met1,52.7,16300
met3,8.98,4080
met4,8.86,1040
met5,0,0
met2,50.1,14900
==> cells in the final DEF, fill, tap and decap left out, drive strengths merged, types with 12 or more instances in the layout <==
cell type	instances
a21oi	142
nor2	131
nand2	107
inv	106
ha	97
clkdlybuf4s50	94
o21ai	87
mux2i	48
o211ai	32
nor3	27
a21o	21
mux4	21
buf	20
nand3	19
o22ai	18
a222oi	15
a211oi	14
a31oi	14
a221oi	14
a22oi	13
o21bai	12
nor2b	12
==> cells by family (layout without fill, tap and decap cells) <==
| logic type | Yosys count | after routing | share of synthesized area [%] |
|---|---|---|---|
| XOR/XNOR | 22 | 22 | 2.36 |
| AND/OR/NAND/NOR | 354 | 354 | 19.6 |
| AND-OR/OR-AND | 471 | 471 | 39.4 |
| other | 0 | 1 | 0 |
| adder cells (fa/ha/maj) | 99 | 99 | 15.4 |
| buffers and inverters | 209 | 221 | 10.5 |
| multiplexers | 77 | 77 | 12.8 |
==> worst max-delay path by stage <==
stage	startpoint	to	slack (ns)	cells past startpoint
4_1_cts	srcB[2]	aluResult[0]	8.28	15
6_report	srcB[2]	aluResult[0]	8.21	15
5_1_grt	srcB[2]	aluResult[0]	7.92	15
Power is estimated from default activity; no workload was simulated.

<file path="flow/config.mk">
export PLATFORM = sky130hd
export DESIGN_NAME = regFile
export DESIGN_NICKNAME = regFile
export VERILOG_FILES = /design/flow/design.v
export SDC_FILE = /design/flow/constraint.sdc
export NUM_CORES = 4
export LEC_CHECK = 1
export CORE_UTILIZATION = 40
</file>
<file path="flow/constraint.sdc">
current_design regFile

set clk_period 5.6
set clk_io_pct 0.2

create_clock -name clk0 -period $clk_period [get_ports {clk}]

set non_clock_inputs [all_inputs -no_clocks]
set_input_delay [expr $clk_period * $clk_io_pct] -clock clk0 $non_clock_inputs
set_output_delay [expr $clk_period * $clk_io_pct] -clock clk0 [all_outputs]
</file>
<file path="flow/design.v">
module regFile #(
    parameter DATA_WIDTH = 32,
    parameter REG_DATA_WIDTH = 5
) (
    input   logic                       clk,
    input   logic [REG_DATA_WIDTH-1:0]  rs1,  
    input   logic [REG_DATA_WIDTH-1:0]  rs2,  
    input   logic [REG_DATA_WIDTH-1:0]  rd,   
    input   logic                       RegWrite,  
    input   logic [DATA_WIDTH-1:0]      ALUout,   
    output  logic [DATA_WIDTH-1:0]      ALUop1,   
    output  logic [DATA_WIDTH-1:0]      regOp2,   
    output  logic [DATA_WIDTH-1:0]      a0
);
    logic [DATA_WIDTH-1:0] rom_array [2**REG_DATA_WIDTH-1:0];
    always_comb begin
        ALUop1 = rom_array[rs1];  
        regOp2 = rom_array[rs2];  
    end
    always_ff @(posedge clk) begin
        if (RegWrite && rd != 5'd0)
            rom_array[rd] <= ALUout;   
        a0 <= rom_array[5'd10];
    end
endmodule
</file>
<file path="flow/run.sh">
#!/bin/bash
# OpenROAD 26Q1-2900-gdf79404cd8, Yosys 0.63+post, stock flow scripts
make -C /OpenROAD-flow-scripts/flow DESIGN_CONFIG=/design/flow/config.mk WORK_HOME=/design/flow/orfs finish
</file>
==> notes.md <==
The flow completed. The run finished with clean final reports. Number of hold buffers added after cts landed at 0. After detailed routing, the total wire length is between 150000 and 200000 um.

Setup repair after global routing left no endpoint under its margin. Per the run summary, max-cap violations total 0. The area growth from synthesis to layout is 15.8%.

STA reports the tightest min-delay check as being of type reg2reg. Cell count listed in synth_stat.txt landed at 3418. On the critical path, the stage with the largest delay is an instance of nor2b_4. The script computed a power per unit cell area of between 300 and 400 nW/um^2. Number of inserted diodes landed at 0. TritonCTS built the clock tree.

STA lists the startpoint of the worst hold path as rom_array[10][21]. CTS placed an instance of clkbuf_16 at the clock tree root. For this design the static power due to leakage is ~21 nW. Clock-pin slew on the worst setup and hold paths landed at 0.06 ns. Number of antenna violations at the first check in global routing landed at 4.

The number of cells on the worst reg-to-reg path is 0. Chip area landed at between 100000 and 150000 um^2. In this run the vertical extent of the chip is approximately 350 um.

The H-tree was split into 3 levels. Synthesized instance count landed at about 3.4k. In this run the count of I/O pins placed on the die edge is roughly 150. Tally of buffers added on design ports landed at approximately 140. Number of filler instances in the final layout landed at 10.4k.

Entering global routing, the biggest net connects roughly 80 pins. Traced cell by cell, the critical path runs through clkdlybuf4s50_1 -> nor2b_4 -> buf_4 -> buf_12 -> a22oi_1 -> a31oi_1 -> nand3_1 -> clkdlybuf4s50_1. Peak supply drop landed at 260 uV. The routed design shows a via density per instance of about 5.9.

From the final report, the count of setup violators was given as 0. Per the post-place timing report, worst setup slack is 0.280 ns. Portion of the clock cycle consumed by the worst path in the final layout landed at a little over nine tenths. Per STA, the library cell used most along the worst path is clkdlybuf4s50_1. In this run the post-CTS setup repair buffer count came out at 0. DRC marker count from the first detailed-route iteration landed at 1942.

The report lists the number of cells resized after CTS as 0. STA lists the maximum fanout along the critical path as 28. Number of different library cells in the post-synthesis netlist landed at 25. Floorplan core area landed at roughly 120000 um^2. After synthesis, flip-flops and latches occupy a little under two thirds of the total area. Internal power contribution landed at about 14 mW. Fraction of layout instances using a drive strength above 1 landed at 10.8%. First-pass iteration count of the detailed router landed at 5. Clock skew on the completed layout was measured at between 0.01 and 0.015 ns. Setup slack of the worst register-to-register path landed at ~4.8 ns. According to the floorplan report, the die width is 354 um. The capture point of the worst register-to-register path is recorded as a0[14]. The routed layout has between 30k and 40k vias. The warning tally printed by Yosys for this design is 1.

Per the post-route antenna check, the number of violating nets is 0. Adding up every negative setup slack in the final design gives 0 ns. STA classifies the critical path startpoint as an input pin. The setup path with the least slack is of type in2out.

Data arrival at the endpoint of the critical path landed at around 4.2 ns. The synthesized netlist occupies a cell area of 49400 um^2. Register bit count reported by yosys landed at around 1.1k. The worst setup path is captured at an output pin. Among all stages on the critical path, the maximum delay recorded is about 0.67 ns. Site row count landed at 128.

Highest clock rate landed at ~190 MHz. Global placement routability congestion landed at a little under 0.9. Global route total overflow landed at 0.

Tool warning count landed at 26. The clock reaches the later pin of the worst-skew pair after 0.68 ns. Via count of the first global-routing pass landed at about 33k. Hold violation total from the final report landed at 0. Critical path data required time landed at 4.48 ns. Worst slew margin relative to its limit landed at 34.9%. Per the cell usage report, the commonest logic cells after layout are 1024 x mux2i_1, 1024 x edfxtp_1, 194 x nand3_1, 193 x nand2_1. The chip area line in the Yosys stat output reads roughly 50000 um^2. The first global-routing pass estimated about 220000 um of wire. Hold analysis lists the worst path endpoint as a0[21]. Transition time at the pin with the least slew margin landed at 0.975 ns. CTS added clock buffers totalling between 100 and 150. Floorplan core density landed at 40.5%. Looking at the reg2reg group, the worst path starts from rom_array[10][14]. In the global route stage, overall resource usage came out at a little over a quarter. Per the detail_route report, DRC violations left total 0. Share of total power consumed by net switching landed at around 23%.

Average cell area after synthesis landed at about 14 um^2. The clock network accounts for 40.5% of the total power. Proportion of power drawn by combinational gates landed at 9.4%. Counting instances, the worst hold path has a depth of 0. Worst-case clock buffer depth landed at 3. Per report_power, the sequential group accounts for 50.1% of the total. For this sky-water flow run, the detailed-routed wirelength per cell is reported as a little under 30 um.

HPWL after detailed placement landed at ~95000 um. Max-slew check failures listed in the final report amount to 0. The tree built by TritonCTS fans out to 1056 sinks.

After layout, the minimum clock period comes to 5.33 ns. Setup slack closes at between 0.2 and 0.3 ns. Net switching power landed at 4.04 mW.
## registers in the layout, summed over array words and instances, names as in the netlist
name / count
rom_array: 1024
a0: 32
## cells by family after synthesis
group                  count (synthesis)  share of synthesized area (%)
flip-flops                          1056                           63.5
AND-OR/OR-AND                        576                           7.94
buffers and inverters                253                           3.17
AND/OR/NAND/NOR                      508                           4.64
multiplexers                        1024                           20.7
other                                  1                        0.00759
## power groups by stage
stage | Combinational (mW) | Clock (mW) | Sequential (mW)
after CTS | 1.65 | 7.21 | 8.82
after global routing | 1.76 | 7.49 | 8.83
final | 1.66 | 7.12 | 8.83
## final cells by class
cell class | instances | area (um^2) | share of cell area [%]
flip-flops and latches | 1056 | 31400 | 54.9
multi-input cells | 2140 | 16900 | 29.5
repair buffers | 343 | 3450 | 6.02
clock buffers | 149 | 3040 | 5.32
well taps | 1625 | 2030 | 3.55
clock inverters | 46 | 423 | 0.739
## worst max path at each step
| stage | end | from |
|---|---|---|
| 4_1_cts | ALUop1[11] | rs1[2] |
| 5_1_grt | ALUop1[11] | rs1[2] |
| 6_report | ALUop1[11] | rs1[2] |
## per-stage QoR
step	std cells	instance area [um^2]	hold WS, ns	util (%)	power, mW
finish	5359	57200	0.398	46.8	17.6
global route	5359	57200	0.411	46.8	18.1
CTS	5359	57200	0.401	46.8	17.7
detailed placement	5164	53800	0.383	44.0	10.6
global placement	5164	53800	0.377	44.0	10.6
floorplan	3449	49500	0.369	-	9.88
## cells in the mapped netlist
cell | number | share of area (%)
a22o_1 | 128 | 2.3
or3b_2 | 3 | 0.053
or2_2 | 2 | 0.025
buf_6 | 45 | 1.0
mux2i_1 | 1024 | 21
a31oi_1 | 64 | 0.81
and2_1 | 2 | 0.025
clkbuf_1 | 81 | 0.62
buf_1 | 10 | 0.076
clkbuf_4 | 4 | 0.061
nand3_1 | 194 | 2.0
nor2b_1 | 4 | 0.051
edfxtp_1 | 1024 | 62
a22oi_1 | 192 | 2.9
a21oi_1 | 192 | 1.9
dfxtp_1 | 32 | 1.3
buf_4 | 49 | 0.74
nand2b_1 | 4 | 0.051
nor2_1 | 34 | 0.26
nor3_1 | 64 | 0.65
nand2_1 | 195 | 1.5
buf_2 | 64 | 0.65
nand3b_1 | 5 | 0.076
conb_1 | 1 | 0.0076
or3_1 | 1 | 0.013
## metal layers
metal / GRT usage, % / up-vias / share of wire (%)
met5: 0.377 / - / 0.059
met4: 7.10 / 12 / 3.3
met3: 16.6 / 271 / 15
met2: 37.8 / 1753 / 45
met1: 35.2 / 15600 / 37
li1: - / 13900 / -
## critical path: cells and delay by family
kind / cells / cell delay [ns]
compound gates: 2 / 0.45
simple gates: 2 / 0.95
buf+inv: 4 / 1.65
Power is estimated from default activity; no workload was simulated.
